[flow/config.mk]
export PLATFORM = sky130hd
export DESIGN_NAME = apple_generator
export DESIGN_NICKNAME = apple_generator
export VERILOG_FILES = /design/flow/design.v
export SDC_FILE = /design/flow/constraint.sdc
export NUM_CORES = 4
export LEC_CHECK = 1
export CORE_AREA = 10 10 328 328
export DIE_AREA = 0 0 338 338
[flow/constraint.sdc]
current_design apple_generator

set clk_period 34.0
set clk_io_pct 0.2

create_clock -name clk0 -period $clk_period [get_ports {clk}]

set non_clock_inputs [all_inputs -no_clocks]
set_input_delay [expr $clk_period * $clk_io_pct] -clock clk0 $non_clock_inputs
set_output_delay [expr $clk_period * $clk_io_pct] -clock clk0 [all_outputs]
[flow/design.v]
module apple_generator(
	output logic [15:0][15:0] RedPixels
	,input logic [15:0][15:0] GrnPixels
	,input logic eating
	,input logic [7:0] random
	,input logic clk, reset
	);
	logic [15:0][15:0] red;
	logic [3:0] rand_row;
	logic [3:0] rand_col;
	assign rand_row = random[7:4];
	assign rand_col = random[3:0];
	logic[15:0] row_lights;
	col_select col (.row_lights, .rand_col);
	logic apple_active, conflict;
	check_conflict chk (.apple_active, .conflict, .red(red), .grn(GrnPixels), .clk, .reset);
	typedef enum logic [1:0]
	{
		e_active = 2'b11
		,e_hold = 2'b01
		,e_empty = 2'b00
	} state_e;
	state_e state_n, state_r;
	always_comb begin
		if (state_r == e_active & eating)
			state_n = e_hold;
		else if (state_r == e_hold & ~eating)
			state_n = e_empty;
		else if (state_r == e_empty)
			state_n = e_active;
		else
			state_n = state_r;
		if (state_r == e_hold) begin
			red = RedPixels;
		end else if (state_r == e_empty) begin
			red = 256'b0;
		end else if (conflict | ~apple_active) begin
			red = 256'b0;
			case (rand_row)
				4'b0000: begin
					red[0] = row_lights;
				end
				4'b0001: begin			
					red[1] = row_lights;			
				end
				4'b0010: begin
					red[2] = row_lights;			
				end
				4'b0011: begin
					red[3] = row_lights;			
				end
				4'b0100: begin
					red[4] = row_lights;		
				end
				4'b0101: begin
					red[5] = row_lights;			
				end
				4'b0110: begin
					red[6] = row_lights;			
				end		
				4'b0111: begin
					red[7] = row_lights;				
				end
				4'b1000: begin
					red[8] = row_lights;			
				end
				4'b1001: begin
					red[9] = row_lights;			
				end
				4'b1010: begin
					red[10] = row_lights;			
				end
				4'b1011: begin
					red[11] = row_lights;			
				end
				4'b1100: begin
					red[12] = row_lights;			
				end
				4'b1101: begin
					red[13] = row_lights;			
				end
				4'b1110: begin
					red[14] = row_lights;		
				end
				4'b1111: begin
					red[15] = row_lights;			
				end
			endcase
		end else begin
			red = RedPixels;
		end
	end
	always_ff @(posedge clk) begin
		if (reset) begin
			RedPixels <= 256'b0;
			state_r <= e_empty;
		end else begin
			RedPixels <= red;
			state_r <= state_n;
		end
	end
endmodule   
module check_conflict (
	output logic conflict, apple_active
	,input logic [15:0][15:0] red
	,input logic [15:0][15:0] grn
	,input logic clk, reset
	);
	logic c, a;
	always_comb begin
		c = (red & grn) != 0;
		a = (red != 0);					
	end
	always_ff @(posedge clk) begin
		if (reset) begin
			conflict <= 0;
			apple_active <= 0;
		end else begin
			conflict <= c;
			apple_active <= a;
		end
	end
endmodule   
module col_select (
	output logic [15:0] row_lights
	,input logic [3:0] rand_col
	);
	always_comb begin
		case (rand_col)
			4'b0000: begin
				row_lights = 16'b1000000000000000;
			end
			4'b0001: begin
				row_lights = 16'b0100000000000000;
			end
			4'b0010: begin
				row_lights = 16'b0010000000000000;
			end
			4'b0011: begin
				row_lights = 16'b0001000000000000;
			end
			4'b0100: begin
				row_lights = 16'b0000100000000000;
			end
			4'b0101: begin
				row_lights = 16'b0000010000000000;
			end
			4'b0110: begin
				row_lights = 16'b0000001000000000;
			end
			4'b0111: begin
				row_lights = 16'b0000000100000000;
			end
			4'b1000: begin
				row_lights = 16'b0000000010000000;
			end
			4'b1001: begin
				row_lights = 16'b0000000001000000;
			end
			4'b1010: begin
				row_lights = 16'b0000000000100000;
			end
			4'b1011: begin
				row_lights = 16'b0000000000010000;
			end
			4'b1100: begin
				row_lights = 16'b0000000000001000;
			end
			4'b1101: begin
				row_lights = 16'b0000000000000100;
			end
			4'b1110: begin
				row_lights = 16'b0000000000000010;
			end
			4'b1111: begin
				row_lights = 16'b0000000000000001;
			end
		endcase
	end
endmodule   
[flow/run.sh]
#!/bin/bash
# OpenROAD 26Q1-2900-gdf79404cd8, Yosys 0.63+post, stock flow scripts
make -C /OpenROAD-flow-scripts/flow DESIGN_CONFIG=/design/flow/config.mk WORK_HOME=/design/flow/orfs finish
==> impl_metrics.toml <==
# generated from flow reports
[clock_network]
clk_latency_ns = 0.63
cts_resized = 0
htree_num_levels = 1
clock-root-buffer = "clkbuf_16"
clk_pin_slew_ns = 0.07
post_cts.repair.setup_buffers = 0
cts.path.max_buffers = 3
cts_sinks = 261
cts_tree = "yes"
hold_buffers = 0
cts-buffers-inserted = 31

[setup_path]
rr_startpoint = "state_r[1]$_DFF_P_"
cp_max_fo = 29
crit_arrival_ns = 10.89
cp-end-kind = "flop"
required_ns = 34.47
start_kind = "input pin"
path_class = "input pin to flop"
startpoint = "random[3]"

[pwr]
clkPwrFrac_pct = 42.7
irDropWorstVdd_mv = 0.0371
pwr-share-comb_pct = 22.0
sw_frac_of_total_pct = 33.7
power.density_nw_per_um2 = 38.0
leakagePower_nw = 7.72
p_seq_share_pct = 35.3
power_switching_uw = 296
p_int_uw = 582

[final_timing]
period_needed_ns = 10.42
worst_pin_slew_ns = 1.00
layout_worst_path_cycle_share_pct = 30.7
max_slew_margin_pct = 31.5
rsz0062_at_grt = "false"
hold_viol = 0
report.final.slew_viol_count = 0
finalClockSkew_ns = 0.0266
tns_ns = 0
max_freq_mhz = 96.0
setup_viol = 0

[global_routing]
track_usage_pct = 25.7
grt_pass1_wl_um = 196000
grt.overflow.total = 0
grt_pass1_vias = 19700
grt_max_degree = 67
antenna_found_initial = 24

[routing]
drt.antenna.violating_nets = 0
drtPass1Iterations = 6
drt_iter0_drc = 2941
vias_per_cell = 5.59
post-route-drc-count = 0
vias = 20800
wl_per_cell_um = 40.6
routed_wl_um = 151000

[logic_synthesis]
ys_ff = 261
yosys-stat-area_um2 = 14800
syn_inst = 1874
synth_seq_share_pct = 35.4
yosysWarnings = 3
ys_async_sr_fraction_pct = 0
edf_count = 0
synth.distinct_cells = 73
top_cells_by_count = "dfxtp_1, nor2_1, a22oi_1"
flop_cell = "dfxtp_1"
synth_top_area_share_pct = 35.4
area_leaders = "dfxtp_1, a22oi_1, nor2_1"
synth_area_um2 = 14800
top_cell = "dfxtp_1"
yosysTopAreaCell = "dfxtp_1"
avgSynthCellArea_um2 = 7.87
yosysCellCount = 1874

[placed_design]
placed_area_um2 = 21900
post-dp-hpwl_um = 119000
place.gp.congestion = 1.04
portBuffers = 522
place_inst = 3661

[final_layout]
drive_gt1_share_pct = 8.68
finalNonFillerCells = 3727
area_growth_pct = 56.4
design_area_um2 = 23100

[floorplanning]
die_h_um = 338
fp_util_pct = 14.7
core_area_um2 = 100000
die_w_um = 338
die-area_um2 = 114000
rows = 116
pin_count = 523

[hold_path]
min_path_type = "flop to flop"
min_from = "state_r[2]$_DFF_P_"

[run_status]
outcome = "finished clean"

[flow_run]
log.warning_count = 25
drv.max_cap_violation_count = 0
[layer usage]
layer  wire [um]  track usage [%]
met1       58900             33.2
met2       62700             36.9
met3       19500             10.2
met4       10200             13.1
met5         202                0
[area by class of cell]
| type | count | area (um2) |
|---|---|---|
| Fill cell | 11000 | 77200 |
| Multi-Input combinational cell | 1399 | 8980 |
| Timing Repair Buffer | 624 | 5970 |
| Sequential cell | 261 | 5230 |
| Tap cell | 1357 | 1700 |
| Clock buffer | 42 | 877 |
| Clock inverter | 15 | 231 |
| Inverter | 20 | 75.1 |
| Antenna cell | 9 | 22.5 |
[sequential cells by signal (all words and copies together) (netlist names)]
register / cells
RedPixels: 256
state_r: 3
chk.apple_active: 1
chk.conflict: 1
[power groups by stage]
stage                 Clock (mW)  Combinational [mW]  Sequential [mW]
final                      0.375               0.193            0.310
after CTS                  0.376               0.184            0.309
after global routing       0.386               0.194            0.310
[layout by cell type (no fill, tap or decap), types with 15 or more instances in the layout]
master,netlist,final
a22o_1,67,67
a221oi_1,20,20
and3_1,35,35
nand2_1,83,82
a22oi_1,250,250
clkbuf_16,0,31
or4_1,16,16
o21ai_0,51,51
a32oi_1,15,15
nor4_1,57,54
dfxtp_1,261,260
nand4_1,44,44
clkdlybuf4s50_1,0,517
buf_4,0,103
inv_1,20,20
a21oi_1,80,79
a222oi_1,16,16
nand3_1,91,91
nor2b_1,49,48
nor3_1,46,42
a31oi_1,29,29
nor2_1,253,252
[kinds of logic (layout without fill, tap and decap cells)]
family | count (synthesis) | in the layout | synth area share, %
buffers and inverters | 214 | 701 | 5.69
AOI/OAI and AO/OA | 629 | 629 | 31.3
xor gates and xnor gates | 3 | 3 | 0.178
DFF | 261 | 261 | 35.4
muxes | 4 | 4 | 0.288
and+or+nand+nor | 763 | 763 | 27.1
other | 0 | 9 | 0
[critical path, cell delays in order]
cell,delay [ns]
buf_2,0.42
buf_4,0.49
nor4bb_4,0.12
buf_4,0.32
a22oi_1,0.31
a31oi_1,0.22
a2111oi_0,0.89
nand4_1,0.26
or4_1,0.57
nor4b_1,0.27
a31oi_1,0.16
[worst paths after layout]
path,cells after the start,slack (ns),to
max,11,23.58,chk.conflict$_SDFF_PP0_
min,1,0.47,state_r[2]$_DFF_P_
max reg2reg,9,29.19,chk.conflict$_SDFF_PP0_
min reg2reg,1,0.47,state_r[2]$_DFF_P_
[per-stage QoR]
stage	setup WS (ns)	hold WS (ns)	util, %	total power, mW
after floorplan	24.81	0.439	-	0.391
after global placement	23.08	0.454	21.9	0.502
after detailed placement	23.20	0.455	21.9	0.500
after CTS	23.82	0.470	23.0	0.870
after global routing	23.52	0.501	23.0	0.889
final	23.58	0.467	23.0	0.878
Power and IR drop assume default switching activity.
