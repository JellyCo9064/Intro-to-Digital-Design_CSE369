`flow/run.sh`:
```
#!/bin/bash
# OpenROAD 26Q1-2900-gdf79404cd8, Yosys 0.63+post, stock flow scripts
make -C /OpenROAD-flow-scripts/flow DESIGN_CONFIG=/design/flow/config.mk WORK_HOME=/design/flow/orfs finish
```
`flow/config.mk`:
```
export PLATFORM = sky130hd
export DESIGN_NAME = lab5
export DESIGN_NICKNAME = lab5
export VERILOG_FILES = /design/flow/design.v
export SDC_FILE = /design/flow/constraint.sdc
export NUM_CORES = 4
export LEC_CHECK = 1
export CORE_AREA = 10 10 89 89
export DIE_AREA = 0 0 99 99
```
`flow/constraint.sdc`:
```
current_design lab5

set clk_period 3.7
set clk_io_pct 0.2

create_clock -name clk0 -period $clk_period [get_ports {CLOCK_50}]

set non_clock_inputs [all_inputs -no_clocks]
set_input_delay [expr $clk_period * $clk_io_pct] -clock clk0 $non_clock_inputs
set_output_delay [expr $clk_period * $clk_io_pct] -clock clk0 [all_outputs]
```
`flow/design.v`:
```
module lab5 #(
	parameter which_clock = 25
	)
	(
	output logic [9:0] LEDR
	,input logic [9:0] SW
	,input logic [4:0] KEY
	,input logic CLOCK_50
	);
	logic [31:0] clk;
	clock_divider cdiv(.clock(CLOCK_50), .divided_clocks(clk));
	seatac indicator(.pattern(LEDR[2:0]), .wind(SW[1:0]), .clk(clk[which_clock]), .reset(~KEY[0]));
endmodule   
module clock_divider (
  input   logic        clock
  ,output logic [31:0] divided_clocks
  );
  initial begin
    divided_clocks = '0;
  end
  always_ff @(posedge clock) begin
    divided_clocks <= divided_clocks + 'd1;
  end
endmodule   
module seatac(
	output logic [2:0] pattern
	,input logic [1:0] wind
	,input logic clk, reset
	);
	typedef enum logic [2:0]
	{
		e_left = 3'b100
		,e_middle = 3'b010
		,e_right = 3'b001
		,e_outside = 3'b101
	} state_e;
	state_e state_r, state_n;
	always_comb begin
		state_n = state_r;
		case (wind)
			2'b00: begin
				if (state_r == e_outside)    state_n = e_middle;
				else                         state_n = e_outside;
			end
			2'b01: begin
				if      (state_r == e_left)  state_n = e_right;
				else if (state_r == e_right) state_n = e_middle;
				else                         state_n = e_left;
			end
			2'b10: begin
				if      (state_r == e_left)  state_n = e_middle;
				else if (state_r == e_right) state_n = e_left;
				else                         state_n = e_right;
			end
			default: begin
				state_n = state_e'('x);
			end
		endcase
		pattern = state_r;
	end
	always_ff @(posedge clk) begin
		if (reset) begin
			state_r <= e_middle;
		end else begin
			state_r <= state_n;
		end
	end
endmodule   
```
==> summary.txt <==
State of the implementation.

- Per the final report, max-transition violations number 0.
- The total track usage is 3.82%, for reference.
- The arrival time reported for the critical path endpoint is 1.70 ns, for reference.
- The floorplan core density is 21.3%, for reference.
- The number of unconstrained endpoints is 6, for reference.
- The vertical die dimension reported for this design is 99 um.
- The number of cells reported by Yosys stat comes to 133.
- The utilization of the core after routing is 24.4%, for reference.
- The worst-case setup margin in the final layout is 2.17 ns, for reference.
- The post-detailed-route DRC marker count is 0, for reference.
- The cell type contributing the most total cell area after synthesis is dfxtp_1, for reference.
- The timer found 3 register pins that no clock reaches; their paths are not timed.
- The OpenROAD report gives the critical path a required time of 3.87 ns.
- Before antenna repair, the detailed router went through 3 iterations.
- The first global-routing pass estimated 3320 um of wire.
- The synthesized netlist contains 26 unique library cells.
- The detailed-route via count is 835, for reference.
- The largest family of logic cells by area is simple AND/OR/NAND/NOR gates, for reference.
- The share of synthesized registers carrying an async set or reset is 0%, for reference.
- The leakage component of the power was reported as 0.485 nW.
- The count of buffers inserted at the top-level ports is 6, for reference.
- The share of the Yosys chip area taken by registers is 45.4%.
- The number of buffers inserted by post-CTS setup repair is 0, for reference.
- The run finished with clean final reports.
- The clock-pin slew of the registers on the worst-case setup and hold paths is 0.09 ns, for reference.
- Static timing analysis puts the maximum clock frequency at 652 MHz.
- The number of gates resized after cts is 0, for reference.
- The end of the worst register-to-register path is cdiv.divided_clocks[18], for reference.
- The post-detailed-routing wire length is 1840 um, for reference.
- Yosys reports that the leading cell type by area covers 45.4% of the netlist area.
- Looking at the clock tree report, the H-tree level count equals 1.
- Ranked by total cell area, the synthesized netlist is headed by dfxtp_1 45%, xnor2_1 14%, nand3_1 4.3%, buf_4 4.1%, ha_1 2.9%.
- In this run the tightest slew margin relative to its limit is 65.1%.
- STA classifies the critical path endpoint as a flip-flop.
- Recorded from the global router log, the overflow total was 0.
- The classification of the worst-slack hold path is flip-flop to flip-flop, for reference.
- Per the skew report, the later register of the worst-skew pair sees a clock latency of 0.27 ns.
- The worst hold path startpoint is cdiv.divided_clocks[0], for reference.
- Yosys printed 9 warnings.
- The highest-delay cell along the critical path is nor4_4, for reference.
- Summing over the stages, the warning tally comes to 38.
- During I/O placement, the number of pins put on the boundary was 26.
- Looking at the cell usage after synthesis, the top flip-flop cell is dfxtp_1.
- Row generation in the floorplan step produced 28 rows.
- The flop and latch count out of synthesis is 29, for reference.
- The worst-case clock buffer depth is 2, for reference.
- Endpoints failing hold in the final report were tallied at 0.
- The library cell used as clock root buffer is clkbuf_8, for reference.
- The most common cell in the synthesized netlist is dfxtp_1, for reference.
- The total core area is 0.00599 mm2, for reference.
- The launch point of the critical path was reported as cdiv.divided_clocks[5].
- TritonCTS created 3 clock buffers.
- The die is 99 um wide.
- In this run the cell area of the synthesized design comes to 0.00128 mm2.
- The number of flops mapped to enable cells by yosys is 0, for reference.
- The number of antenna violations at the first check in global routing came to 0.
- The tightest hold path in the finished design has a slack of 0.395 ns.
- The critical path class is flip-flop to flip-flop, for reference.
- The maximum fanout along the worst path is 10, for reference.
- Looking at the max-slew report, the worst-margin pin has a slew of 0.519 ns.
- The peak supply drop is 0.357 mV, for reference.
- At the placement stage, the worst setup path has a slack of 2.15 ns.
- The hold-critical path depth is 1, for reference.
- The growth of design area from synthesis to finish is 14.5%, for reference.
- The power density of the placed cells is 356 mW/mm2, for reference.
- In this run the critical path is formed by nand3_2 -> nor4_4 -> nand4_1 -> xnor2_1.
- The portion of the clock cycle consumed by the worst path in the final layout is 41.5%, for reference.
- Among all stages on the critical path, the maximum delay recorded is 0.54 ns.
- Adding up every negative setup slack in the final design gives 0 ns.
- TritonCTS built the clock tree.
- The kind of start point of the critical path is a flip-flop, for reference.
- The depth of the worst register-to-register path is 4, for reference.
- The total design power is 0.521 mW, for reference.
- The flop-to-flop setup slack is 2.17 ns, for reference.
- The worst-case clock skew is 0.00994 ns, for reference.
- The number of fill cells in the layout is 622, for reference.
- The maximum number of pins on one net before global-route repair is 16, for reference.
- The number of buffers added to fix hold violations after cts is 0, for reference.
- Once detail routing completed, the nets flagged for antenna violations numbered 0.
- The area of the synthesized netlist per yosys stat is 0.00128 mm2, for reference.
- The area fraction in compound gates after synthesis is 4.01%, for reference.
- The number of global-route vias before repair is 792, for reference.
- The adder-cell share of the synthesized area is 2.94%, for reference.
- The launch point of the worst register-to-register path is recorded as cdiv.divided_clocks[5].
- Setup repair after global routing left no endpoint under its margin.
- Antenna repair during routing inserted a diode count of 0.
- The violation tally from detailed-route iteration zero is 30, for reference.
- The final critical delay including setup and external delays is 1.53 ns, for reference.
- The fraction of final layout cells sized beyond drive strength 1 is 6.43%, for reference.
- The detailed placer's ending HPWL is 1360 um, for reference.
- Synthesis produced a netlist whose cell count is 133.
- Routability-driven placement finished with a final weighted congestion of 0.727.
- The number of maximum-capacitance constraint violations is 0, for reference.
- The routed length per placed instance is 8.57 um, for reference.
- The simple logic cell fraction of the synthesized area is 24.3%, for reference.
- Setup violations remaining at the end of the flow were counted as 0.
- Yosys reports the multiplexer fraction of the synthesized area as 0%.
- In this run, the synthesized area fraction spent on xor and xnor cells is recorded as 16.4%.
- The endpoint of the worst hold path is reported as cdiv.divided_clocks[0].
- The average footprint of a synthesized cell is 9.61 um2, for reference.
- The die area is 0.00980 mm2, for reference.
- The vias per cell is 3.88, for reference.
- Counting instances in the post-synthesis netlist gives the leading cell types as 29 x dfxtp_1, 20 x xnor2_1, 11 x nand3_1, 7 x buf_4.
[metal layers]
layer	vias up	track usage, %	share of wire (%)
met5	-	0	0
met4	0	0.441	1.1
met3	2	1.48	6.9
met2	14	5.51	37
met1	369	5.41	55
li1	450	-	-
[flip-flops by register name, summed over array words and instances, names as in the netlist]
name,flops
cdiv.divided_clocks,26
indicator.state_r,3
[worst max path at each step]
stage / endpoint / cells after the start
after CTS: cdiv.divided_clocks[13] / 4
after global routing: cdiv.divided_clocks[14] / 5
final: cdiv.divided_clocks[18] / 4
[stage by stage]
step / cell area, um2 / std cells
finish: 1460 / 215
global placement: 1390 / 211
CTS: 1460 / 215
floorplan: 1300 / 139
global route: 1460 / 215
detailed placement: 1390 / 211
[worst max-delay path: cells and delay by family (launching register included)]
family / cells / cell delay (ns)
flip-flops: 1 / 0.42
XOR/XNOR: 1 / 0.16
AND/OR/NAND/NOR: 3 / 0.86
[report_power, final]
group / leakage, nW / total, mW / internal [mW] / switching [mW]
registers: 0.235 / 0.280 / 0.280 / 0
logic: 0.214 / 0.0136 / 0.00688 / 0.00674
clock network: 0.0357 / 0.228 / 0.145 / 0.0834
total: 0.485 / 0.521 / 0.431 / 0.0901
[cells by family after synthesis]
logic type      Yosys count
fa+ha+maj                 3
other cells               1
flops                    29
compound gates           10
xor+xnor                 24
buf+inv                  15
simple gates             51
[layout by cell type (no fill, tap or decap), drive strengths merged]
cell           count
dfxtp             29
xnor2             20
nand3             13
conb               7
inv                6
nand4              6
nand2              6
nor2               6
clkdlybuf4s50      6
a21oi              5
and3               5
xor2               4
o21ai              4
nor3               3
nand3b             3
ha                 3
clkbuf             3
and4               2
nor3b              2
nor2b              2
and2               1
nor4               1
nor4b              1
a31oi              1
bufinv             1
[area by class of cell]
cell class	count	area (um2)	share of cell area, %
Multi-Input combinational cell	95	636	43.4
Timing Repair Buffer	6	60.1	4.10
Sequential cell	29	581	39.7
Inverter	6	22.5	1.54
Clock inverter	1	30.0	2.05
Clock buffer	3	41.3	2.82
Tap cell	75	93.8	6.41
Power is estimated from default activity; no workload was simulated.
