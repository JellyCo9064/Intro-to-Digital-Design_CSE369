<file path="./run.sh">
#!/bin/bash
# OpenROAD 26Q1-2900-gdf79404cd8, Yosys 0.63+post, stock flow scripts
make -C /OpenROAD-flow-scripts/flow DESIGN_CONFIG=/design/flow/config.mk WORK_HOME=/design/flow/orfs finish
</file>
<file path="./constraint.sdc">
current_design snakes_and_apples

set clk_period 81.8
set clk_io_pct 0.2

create_clock -name clk0 -period $clk_period [get_ports {clk}]

set non_clock_inputs [all_inputs -no_clocks]
set_input_delay [expr $clk_period * $clk_io_pct] -clock clk0 $non_clock_inputs
set_output_delay [expr $clk_period * $clk_io_pct] -clock clk0 [all_outputs]
</file>
<file path="./config.mk">
export PLATFORM = sky130hd
export DESIGN_NAME = snakes_and_apples
export DESIGN_NICKNAME = snakes_and_apples
export VERILOG_FILES = /design/flow/design.v
export SDC_FILE = /design/flow/constraint.sdc
export NUM_CORES = 4
export LEC_CHECK = 1
export CORE_UTILIZATION = 50
</file>
<file path="./design.v">
module check_eating_light (
	output logic eating
	,input logic apple
	,input logic left, up, right, down
	,input logic [1:0] dir
	);
	logic e;
	always_comb begin
		if (apple) begin
			case(dir)
				2'b00: begin
					eating = right;
				end
				2'b01: begin
					eating = down;
				end
				2'b10: begin
					eating = left;
				end
				2'b11: begin
					eating = up;
				end
			endcase
		end else begin
			eating = 1'b0;
		end
	end
endmodule   
module counter256(
	output logic [7:0] count
	,input logic [7:0] start_val
	,input logic inc, enable, clk, slow_edge, reset
	,input logic [1:0] init_val
	);
	always_ff @(posedge clk) begin
		if (reset)
			count <= {6'b0, init_val};
		else begin
			if (slow_edge) begin
				if (enable & ~inc)
					count <= start_val;
				else if (enable)
					count <= start_val + 8'b00000001;
				else if (inc)
					count <= count;
				else
					count <= count - 8'b00000001;
			end else
				count <= count;
		end
	end
endmodule   
module grid_light (
	output logic green_light_on, head, game_over_out
	,input logic eating, game_over_in
	,input logic left, up, right, down
	,input logic [7:0] length
	,input logic [1:0] dir
	,input logic clk, slow_edge, reset
	,input logic [1:0] light_type
	);
	typedef enum logic [2:0]
	{
		e_off = 3'b000
		,e_head = 3'b100
		,e_countdown = 3'b010
		,e_collision = 3'b111
	} state_e;
	state_e state_n, state_r;
	logic [7:0] count;
	counter256 counter (.count, .start_val(length), .inc(eating), .enable(state_n == e_head), .clk, .slow_edge, .reset, .init_val(light_type));
	always_comb begin
		green_light_on = (state_r == e_head | state_r == e_countdown);
		head = (state_r == e_head);
		if (state_r == e_head) begin
			state_n = e_countdown;
		end else if (state_r == e_countdown & count == 8'b00000001 & ~eating) begin
			state_n = e_off;
		end else begin
			state_n = state_r;
		end
		case(dir)
			2'b00: begin
				if (right) begin
					if (green_light_on) begin
						state_n = e_collision;
					end else begin
						state_n = e_head;
					end
				end else begin
					state_n = state_n;
				end
			end
			2'b01: begin
				if (down) begin
					if (green_light_on) begin
						state_n = e_collision;
					end else begin
						state_n = e_head;
					end
				end else begin
					state_n = state_n;
				end
			end
			2'b10: begin
				if (left) begin
					if (green_light_on) begin
						state_n = e_collision;
					end else begin
						state_n = e_head;
					end
				end else begin
					state_n = state_n;
				end
			end
			2'b11: begin
				if (up) begin
					if (green_light_on) begin
						state_n = e_collision;
					end else begin
						state_n = e_head;
					end
				end else begin
					state_n = state_n;
				end
			end
		endcase
		if (game_over_in)
			state_n = e_collision;
		else
			state_n = state_n;
		game_over_out = (state_n == e_collision);
	end
	always_ff @(posedge clk) begin
		if (reset) begin
			if (light_type == 2'b00)
				state_r <= e_off;
			else if (light_type == 2'b11)
				state_r <= e_head;
			else
				state_r <= e_countdown;
		end else begin
			if (slow_edge)
				state_r <= state_n;
			else
				state_r <= state_r;
		end
	end
endmodule   
module length (
	output logic [7:0] snake_length
	,input logic inc
	,input logic clk, slow_edge, reset
	);
	always_ff @(posedge clk) begin
		if (reset)
			snake_length <= 8'b00000011;
		else begin
			if (slow_edge) begin
				if (inc)
					snake_length <= snake_length + 8'b00000001;
				else
					snake_length <= snake_length;
			end else
				snake_length <= snake_length;
		end
	end
endmodule   
module snakes_and_apples #(
		parameter WIDTH = 16
	)
	(
    output logic [WIDTH-1:0][WIDTH-1:0] GrnPixels
	 ,output logic eating, game_over
	 ,output logic [7:0] snake_len
	 ,input logic [WIDTH-1:0][WIDTH-1:0] RedPixels
    ,input logic [1:0] dir
	 ,input logic [9:0] SW
    ,input logic clk, slow_edge, reset
	 );
	 logic [WIDTH-1:0][WIDTH-1:0] head_grid, cell_grid;
	 assign eating = (cell_grid != 256'b0);
	 length len (.snake_length(snake_len), .inc(eating), .clk, .slow_edge, .reset);
	 logic [WIDTH-1:0][WIDTH-1:0] game_over_grid;
	 grid_light tail (.green_light_on(GrnPixels[0][0]), .head(head_grid[0][0]), .eating, .left(head_grid[0][WIDTH-1]), .up(head_grid[WIDTH-1][0]), .right(head_grid[0][1]), .down(head_grid[1][0]), .length(snake_len), .dir(dir), .clk(clk), .slow_edge(slow_edge), .reset, .light_type(2'b01), .game_over_out(game_over_grid[0][0]), .game_over_in(game_over));
	 grid_light thorax (.green_light_on(GrnPixels[1][0]), .head(head_grid[1][0]), .eating, .left(head_grid[1][WIDTH-1]), .up(head_grid[0][0]), .right(head_grid[1][1]), .down(head_grid[2][0]), .length(snake_len), .dir(dir), .clk(clk), .slow_edge(slow_edge), .reset, .light_type(2'b10), .game_over_out(game_over_grid[1][0]), .game_over_in(game_over));
	 grid_light head (.green_light_on(GrnPixels[2][0]), .head(head_grid[2][0]), .eating, .left(head_grid[2][WIDTH-1]), .up(head_grid[1][0]), .right(head_grid[2][1]), .down(head_grid[3][0]), .length(snake_len), .dir(dir), .clk(clk), .slow_edge(slow_edge), .reset, .light_type(2'b11), .game_over_out(game_over_grid[2][0]), .game_over_in(game_over));
	 grid_light top_right (.green_light_on(GrnPixels[0][WIDTH-1]), .head(head_grid[0][WIDTH-1]), .eating, .left(head_grid[0][WIDTH-2]), .up(head_grid[WIDTH-1][WIDTH-1]), .right(head_grid[0][0]), .down(head_grid[1][WIDTH-1]), .length(snake_len), .dir(dir), .clk(clk), .slow_edge(slow_edge), .reset, .light_type(2'b00), .game_over_out(game_over_grid[0][WIDTH-1]), .game_over_in(game_over));
	 grid_light bot_right (.green_light_on(GrnPixels[WIDTH-1][WIDTH-1]), .head(head_grid[WIDTH-1][WIDTH-1]), .eating, .left(head_grid[WIDTH-1][WIDTH-2]), .up(head_grid[WIDTH-2][WIDTH-1]), .right(head_grid[WIDTH-1][0]), .down(head_grid[0][WIDTH-1]), .length(snake_len), .dir(dir), .clk(clk), .slow_edge(slow_edge), .reset, .light_type(2'b00), .game_over_out(game_over_grid[WIDTH-1][WIDTH-1]), .game_over_in(game_over));
	 grid_light bot_left (.green_light_on(GrnPixels[WIDTH-1][0]), .head(head_grid[WIDTH-1][0]), .eating, .left(head_grid[WIDTH-1][WIDTH-1]), .up(head_grid[WIDTH-2][0]), .right(head_grid[WIDTH-1][1]), .down(head_grid[0][0]), .length(snake_len), .dir(dir), .clk(clk), .slow_edge(slow_edge), .reset, .light_type(2'b00), .game_over_out(game_over_grid[WIDTH-1][0]), .game_over_in(game_over));
	 genvar i;
	 genvar j;
	 generate
		for (i = 1; i < WIDTH-1; i++) begin : vertical_bars
			if (i != 1 & i != 2) begin
				grid_light left_col (.green_light_on(GrnPixels[i][0]), .head(head_grid[i][0]), .eating, .left(head_grid[i][WIDTH-1]), .up(head_grid[i-1][0]), .right(head_grid[i][1]), .down(head_grid[i+1][0]), .length(snake_len), .dir(dir), .clk(clk), .slow_edge(slow_edge), .reset, .light_type(2'b00), .game_over_out(game_over_grid[i][0]), .game_over_in(game_over));
			end
			grid_light right_col (.green_light_on(GrnPixels[i][WIDTH-1]), .head(head_grid[i][WIDTH-1]), .eating, .left(head_grid[i][WIDTH-2]), .up(head_grid[i-1][WIDTH-1]), .right(head_grid[i][0]), .down(head_grid[i+1][WIDTH-1]), .length(snake_len), .dir(dir), .clk(clk), .slow_edge(slow_edge), .reset, .light_type(2'b00), .game_over_out(game_over_grid[i][WIDTH-1]), .game_over_in(game_over));
		end
	 endgenerate
	 generate
		for (j = 1; j < WIDTH-1; j++) begin : horizontal_bars
			grid_light top_row (.green_light_on(GrnPixels[0][j]), .head(head_grid[0][j]), .eating, .left(head_grid[0][j-1]), .up(head_grid[WIDTH-1][j]), .right(head_grid[0][j+1]), .down(head_grid[1][j]), .length(snake_len), .dir(dir), .clk(clk), .slow_edge(slow_edge), .reset, .light_type(2'b00), .game_over_out(game_over_grid[0][j]), .game_over_in(game_over));
			grid_light bot_row (.green_light_on(GrnPixels[WIDTH-1][j]), .head(head_grid[WIDTH-1][j]), .eating, .left(head_grid[WIDTH-1][j-1]), .up(head_grid[WIDTH-2][j]), .right(head_grid[WIDTH-1][j+1]), .down(head_grid[0][j]), .length(snake_len), .dir(dir), .clk(clk), .slow_edge(slow_edge), .reset, .light_type(2'b00), .game_over_out(game_over_grid[WIDTH-1][j]), .game_over_in(game_over));
		end
	 endgenerate
	 generate
		for (i = 1; i < WIDTH-1; i++) begin : center_grid_row
			for (j = 1; j < WIDTH-1; j++) begin: center_grid_col
				grid_light light (.green_light_on(GrnPixels[i][j]), .head(head_grid[i][j]), .eating, .left(head_grid[i][j-1]), .up(head_grid[i-1][j]), .right(head_grid[i][j+1]), .down(head_grid[i+1][j]), .length(snake_len), .dir(dir), .clk(clk), .slow_edge(slow_edge), .reset, .light_type(2'b00), .game_over_out(game_over_grid[i][j]), .game_over_in(game_over));
			end
		end
	 endgenerate
	 check_eating_light tl (.eating(cell_grid[0][0]), .apple(RedPixels[0][0]), .left(head_grid[0][15]), .up(head_grid[15][0]), .right(head_grid[0][1]), .down(head_grid[1][0]), .dir(dir));
	 check_eating_light tr (.eating(cell_grid[0][15]), .apple(RedPixels[0][15]), .left(head_grid[0][14]), .up(head_grid[15][15]), .right(head_grid[0][0]), .down(head_grid[1][15]), .dir(dir));
	 check_eating_light bl (.eating(cell_grid[15][0]), .apple(RedPixels[15][0]), .left(head_grid[15][15]), .up(head_grid[14][0]), .right(head_grid[15][1]), .down(head_grid[0][0]), .dir(dir));
	 check_eating_light br (.eating(cell_grid[15][15]), .apple(RedPixels[15][15]), .left(head_grid[15][14]), .up(head_grid[14][15]), .right(head_grid[15][0]), .down(head_grid[0][15]), .dir(dir));
	 generate
		for (i = 1; i < 15; i++) begin : vertical_cell
			check_eating_light left_col (.eating(cell_grid[i][0]), .apple(RedPixels[i][0]), .left(head_grid[i][15]), .up(head_grid[i-1][0]), .right(head_grid[i][1]), .down(head_grid[i+1][0]), .dir(dir));
			check_eating_light right_col (.eating(cell_grid[i][15]), .apple(RedPixels[i][15]), .left(head_grid[i][14]), .up(head_grid[i-1][15]), .right(head_grid[i][0]), .down(head_grid[i+1][15]), .dir(dir));
		end
	 endgenerate
	 generate
		for (j = 1; j < 15; j++) begin : horizontal_cell
			check_eating_light left_col (.eating(cell_grid[0][j]), .apple(RedPixels[0][j]), .left(head_grid[0][j-1]), .up(head_grid[15][j-1]), .right(head_grid[0][j+1]), .down(head_grid[1][j]), .dir(dir));
			check_eating_light right_col (.eating(cell_grid[15][j]), .apple(RedPixels[15][j]), .left(head_grid[15][j-1]), .up(head_grid[14][j]), .right(head_grid[15][j+1]), .down(head_grid[0][j]), .dir(dir));
		end
	 endgenerate
	 generate
		for (i = 1; i < WIDTH-1; i++) begin : center_cell_row
			for (j = 1; j < WIDTH-1; j++) begin: center_cell_col
				check_eating_light right_col (.eating(cell_grid[i][j]), .apple(RedPixels[i][j]), .left(head_grid[i][j-1]), .up(head_grid[i-1][j]), .right(head_grid[i][j+1]), .down(head_grid[i+1][j]), .dir(dir));
			end
		end
	 endgenerate
	 always_ff @(posedge clk) begin
		if (reset)
			game_over <= 0;
		else begin
			if (slow_edge) begin
				if (game_over_grid == 256'b0)
					game_over <= 0;
				else
					game_over <= 1;
			end else
				game_over <= game_over;
		end
	 end
endmodule   
</file>
==> report_table.html <==
<p>Metrics extracted from the flow reports.</p>
<table>
<tr><th>Metric</th><th>Value</th></tr>
<tr><th colspan="2">CTS</th></tr>
<tr><td>Clk Tree Root Cell</td><td>clkbuf_16</td></tr>
<tr><td>Post-CTS Hold Fix Bufs</td><td>0</td></tr>
<tr><td>Largest buffer count on any clock path</td><td>4</td></tr>
<tr><td>Number of buffers added by the clock tree synthesis step</td><td>421</td></tr>
<tr><td>TritonCTS sink count</td><td>3593</td></tr>
<tr><td>Worst-path clk slew</td><td>0.06 ns</td></tr>
<tr><td>Worst-Skew Late Latency</td><td>1.14 ns</td></tr>
<tr><td>CTS tree</td><td>built</td></tr>
<tr><td>Number of setup buffers added after CTS</td><td>0</td></tr>
<tr><td>Number of H-tree branching levels</td><td>5</td></tr>
<tr><td>Quantity of gates resized following cts</td><td>0</td></tr>
<tr><th colspan="2">Global routing</th></tr>
<tr><td>Via count of the first global-routing pass</td><td>238.6k</td></tr>
<tr><td>First-pass GRT wire length</td><td>1888 mm</td></tr>
<tr><td>GRT Resource Usage Total</td><td>59.15%</td></tr>
<tr><td>Antenna violations before repair</td><td>260</td></tr>
<tr><td>Largest net degree at the start of global routing</td><td>160</td></tr>
<tr><td>Total overflow reported by the global router</td><td>0</td></tr>
<tr><th colspan="2">Synthesis</th></tr>
<tr><td>Leading cell type by number of instances after synthesis</td><td>nand2_1</td></tr>
<tr><td>Most common library cells after synthesis</td><td>nand2_1, nor2_1, o21ai_0, dfxtp_1, a21oi_1</td></tr>
<tr><td>Most used DFF post-synth</td><td>dfxtp_1</td></tr>
<tr><td>Number of distinct library cells after synthesis</td><td>101</td></tr>
<tr><td>Mean Syn Cell Area</td><td>7.084 um2</td></tr>
<tr><td>Synth Register Bits</td><td>3593</td></tr>
<tr><td>Post-synthesis async set-or-reset flop share</td><td>0%</td></tr>
<tr><td>Flip-flops with a built-in enable</td><td>0</td></tr>
<tr><td>Share of synthesized area occupied by flip-flops and latches</td><td>30.86%</td></tr>
<tr><td>Gate count after technology mapping</td><td>32.90k</td></tr>
<tr><td>Post-synthesis cell count from yosys</td><td>32.90k</td></tr>
<tr><td>Post-synthesis instance area</td><td>233100 um2</td></tr>
<tr><td>Area fraction of the dominant cell type after synthesis</td><td>30.86%</td></tr>
<tr><td>Number of warnings issued by yosys</td><td>5</td></tr>
<tr><td>Yosys Chip Area</td><td>233100 um2</td></tr>
<tr><td>Cell type with the largest total area after synthesis</td><td>dfxtp_1</td></tr>
<tr><td>Leading post-synthesis cells by cell area</td><td>dfxtp_1, o21ai_0, nand2_1, nor2_1, a21oi_1</td></tr>
<tr><th colspan="2">Critical path</th></tr>
<tr><td>Worst endpoint required time</td><td>65.44 ns</td></tr>
<tr><td>Flop-to-flop setup slack</td><td>71.89 ns</td></tr>
<tr><td>Startpoint Class</td><td>input port</td></tr>
<tr><td>Critical path capture point type</td><td>output pin</td></tr>
<tr><td>Largest driver fanout on the critical path</td><td>52</td></tr>
<tr><td>Setup Crit Path Kind</td><td>input port to output pin</td></tr>
<tr><td>Data arrival, critical path</td><td>23.91 ns</td></tr>
<tr><th colspan="2">Final timing</th></tr>
<tr><td>Final total negative setup slack</td><td>0 ns</td></tr>
<tr><td>RSZ-0062 raised after global routing</td><td>false</td></tr>
<tr><td>Tightest Pin Transition</td><td>1.379 ns</td></tr>
<tr><td>Post-layout period usage</td><td>49.23%</td></tr>
<tr><td>Total setup violations reported at the end of the flow</td><td>0</td></tr>
<tr><td>Fin. max-slew vios</td><td>0</td></tr>
<tr><td>Period minus WS final</td><td>40.27 ns</td></tr>
<tr><td>Final-layout worst hold slack</td><td>0.4180 ns</td></tr>
<tr><td>Worst max-slew margin expressed relative to the limit</td><td>7.777%</td></tr>
<tr><td>Setup clock skew after layout</td><td>0.1239 ns</td></tr>
<tr><td>Fmax</td><td>24.83 MHz</td></tr>
<tr><td>Number of hold-slack violations in the final timing report</td><td>0</td></tr>
<tr><td>Final setup slack of the worst path</td><td>41.53 ns</td></tr>
<tr><th colspan="2">Cells and area</th></tr>
<tr><td>Area used by sequential logic in the layout</td><td>71940 um2</td></tr>
<tr><td>Area overhead of the layout relative to synthesis</td><td>11.63%</td></tr>
<tr><td>Final design instance area without fill</td><td>260200 um2</td></tr>
<tr><td>Combined area of the multi-input logic cells</td><td>144800 um2</td></tr>
<tr><td>Proportion of layout cells with a drive suffix above 1</td><td>9.273%</td></tr>
<tr><td>Number of filler instances in the final layout</td><td>40.99k</td></tr>
<tr><th colspan="2">Floorplan</th></tr>
<tr><td>Overall die height</td><td>684.7 um</td></tr>
<tr><td>Die ar.</td><td>468900 um2</td></tr>
<tr><td>Row Count</td><td>250</td></tr>
<tr><td>Die Span X</td><td>684.7 um</td></tr>
<tr><td>Area inside the core boundary</td><td>463900 um2</td></tr>
<tr><td>Initial core utilization</td><td>50.24%</td></tr>
<tr><td>Num ports</td><td>537</td></tr>
<tr><th colspan="2">Route</th></tr>
<tr><td>Number of iterations in the first detailed-routing pass</td><td>10</td></tr>
<tr><td>Routed wire length</td><td>1399 mm</td></tr>
<tr><td>Via count normalized by instance count</td><td>7.021</td></tr>
<tr><td>Starting DRC count in detailed routing</td><td>37.97k</td></tr>
<tr><td>Number of nets with antenna violations after routing</td><td>0</td></tr>
<tr><td>DR vias</td><td>273.9k</td></tr>
<tr><td>Mean routed wirelength per cell</td><td>35.86 um</td></tr>
<tr><td>Drc violations</td><td>0</td></tr>
<tr><th colspan="2">Power</th></tr>
<tr><td>Peak supply drop</td><td>0.00003084 V</td></tr>
<tr><td>Reported leakage power</td><td>101.2 nW</td></tr>
<tr><td>Power Dens Cells</td><td>20.37 nW/um2</td></tr>
<tr><td>Design Power</td><td>5.299 mW</td></tr>
<tr><th colspan="2">Run status</th></tr>
<tr><td>Status</td><td>finished clean</td></tr>
<tr><th colspan="2">Place</th></tr>
<tr><td>Port bufs</td><td>526</td></tr>
<tr><td>Post-DP HPWL</td><td>1012 mm</td></tr>
<tr><td>Placement Setup Slack</td><td>42.14 ns</td></tr>
<tr><td>Weighted congestion reported at the end of routability-driven placement</td><td>1.167</td></tr>
<tr><td>Post-detailed-placement cell area</td><td>244800 um2</td></tr>
<tr><th colspan="2">Hold path</th></tr>
<tr><td>Kind of path behind the tightest hold check</td><td>flip-flop to flip-flop</td></tr>
<tr><th colspan="2">Flow run</th></tr>
<tr><td>Max-cap check violation count</td><td>0</td></tr>
<tr><td>Stage-log warning count</td><td>310</td></tr>
</table>
[layout make-up]
class | count | share of cell area, %
clock inverters | 158 | 0.8892
repair buffers | 1787 | 5.793
multi-input cells | 25030 | 55.66
diodes | 272 | 0.2616
clock buffers | 617 | 4.772
inverters | 1378 | 2.006
flip-flops and latches | 3593 | 27.65
well taps | 6174 | 2.969
[cell families after synthesis]
group | after synthesis | share of synthesized area [%]
buffers and inverters | 4275 | 7.447
and+or+nand+nor | 12390 | 24.40
adders and majority gates | 513 | 2.754
xor gates and xnor gates | 162 | 0.6088
DFF | 3593 | 30.86
AOI/OAI and AO/OA | 11440 | 31.07
muxes | 532 | 2.857
[layout by cell type (no fill, tap or decap), types with 451 or more instances in the layout]
| master | synthesis | routed |
|---|---|---|
| nand2_1 | 3975 | 3961 |
| nor2_1 | 3881 | 3866 |
| o21ai_0 | 3704 | 3690 |
| dfxtp_1 | 3593 | 3590 |
| a21oi_1 | 2418 | 2408 |
| a22oi_1 | 1366 | 1365 |
| inv_1 | 1341 | 1338 |
| buf_4 | 276 | 1238 |
| nor3_1 | 967 | 932 |
| nand3_1 | 831 | 831 |
| clkdlybuf4s50_1 | 0 | 520 |
| ha_1 | 513 | 513 |
| o22ai_1 | 496 | 495 |
| nand4_1 | 453 | 453 |
| or2_2 | 452 | 451 |
[power by group]
| group | switching [mW] | internal (mW) | total (mW) |
|---|---|---|---|
| Combinational | 0.879 | 0.421 | 1.30 |
| Clock | 0.869 | 1.18 | 2.05 |
| Sequential | 0.0914 | 1.86 | 1.95 |
[worst paths after layout]
| check | start | endpoint | depth (start not counted) |
|---|---|---|---|
| min reg2reg | flip-flop | flip-flop | 2 |
| max reg2reg | horizontal_bars[11].top_row.state_r[1] | game_over | 20 |
| max | dir[1] | eating | 15 |
| min | flip-flop | flip-flop | 2 |
[per-stage QoR]
step                util, %  std cells
floorplan                 -      32900
global placement      52.76      37970
detailed placement    52.76      37970
CTS                   55.94      38740
global route          55.98      38810
finish                56.09      39010
[layer usage]
| layer | vias up | track usage (%) | routed length, um |
|---|---|---|---|
| li1 | 118300 | - | - |
| met1 | 129000 | 68.36 | 470300 |
| met2 | 20760 | 72.36 | 507400 |
| met3 | 5753 | 40.15 | 260000 |
| met4 | 152 | 52.05 | 158100 |
| met5 | - | 4.520 | 3177 |
[critical path, cell delays in order]
cell and delay (ns):
buf_8 0.48, buf_4 0.50, buf_4 0.61, buf_4 0.56, buf_4 0.64, buf_4 0.59, mux2i_1 0.39, mux2_2 0.36
o211ai_1 0.34, nor4_1 0.45, nand4_1 0.42, nor4_4 0.43, and3_4 0.54, inv_8 0.26, clkdlybuf4s50_1 0.50
Power is estimated from default activity; no workload was simulated.
